## flow/run.sh

```bash
#!/bin/bash
# OpenROAD 26Q1-2900-gdf79404cd8, Yosys 0.63+post, stock flow scripts
make -C /OpenROAD-flow-scripts/flow DESIGN_CONFIG=/design/flow/config.mk WORK_HOME=/design/flow/orfs finish
```

## flow/config.mk

```make
export PLATFORM = sky130hd
export DESIGN_NAME = smpl_sig
export DESIGN_NICKNAME = smpl_sig
export VERILOG_FILES = /design/flow/design.v
export SDC_FILE = /design/flow/constraint.sdc
export NUM_CORES = 4
export LEC_CHECK = 1
export CORE_AREA = 10 10 70 70
export DIE_AREA = 0 0 80 80
```

## flow/constraint.sdc

```tcl
current_design smpl_sig

set clk_period 1.6
set clk_io_pct 0.2

create_clock -name clk0 -period $clk_period [get_ports {clk}]

set non_clock_inputs [all_inputs -no_clocks]
set_input_delay [expr $clk_period * $clk_io_pct] -clock clk0 $non_clock_inputs
set_output_delay [expr $clk_period * $clk_io_pct] -clock clk0 [all_outputs]
```

## flow/design.v

```verilog
module smpl_pulse (
	input  clk   ,
	input  reset ,
	input  sig   ,
	output st
);
reg d_ff;
always @(posedge clk) begin
		if(reset)
			d_ff <= 0;
		else
			d_ff <= sig;
end
assign st = (sig & ~d_ff) ? 1'b1 : 1'b0;
endmodule
module smpl_sig #(parameter COUNT=24) (
  input      clk      ,
	input      reset    ,
	output reg sample_sig ,   
	output     st
);
localparam WIDTH = $clog2(COUNT);
reg [WIDTH - 1:0] count;
smpl_pulse pulse_gen (
    .clk(clk), 
    .reset(reset), 
    .sig(sample_sig), 
    .st(st)
    );
always @(posedge clk) begin
		if(reset) begin
			count <= 'd0;
			sample_sig <= 1'b0;
		end
		else begin
			if(count < COUNT) begin
				count <= count + 1'b1;
			end
			else begin
				count <= 'd0;
				sample_sig <= ~sample_sig;
			end
		end
end
endmodule
```

==> results.txt <==
yosys + openroad results -> measured slew at the worst slew-check pin ~0.24 ns, hold buffer count at CTS 0, CTS buffer count 3, final std cells w/o fill 79, drt wl/cell 6.41 µm, XOR Share, Synth around 3.1%, initial antenna violation count 0, die width 80 µm, Cell Chain, Critical Path nor2b_1 > clkdlybuf4s50_1, kind of critical path reg2out, Design Area, Final roughly 400 µm², status complete, no violations, drt pass-1 iters 4, Core Rows 21, CTS max path bufs 2, Final period util approximately 94%, P_int roughly 290 µW, aggregate global routing overflow 0, Antenna diodes 0, worst reg2reg path depth 2, Syn-to-layout area delta 40.9%, DP HPWL between 300 and 400 µm, share of layout cells above drive strength 1 27.3%, met2 Resource Use GR under 10%, Critical path destination st, placed instance count 75, setup violators final 0, first-pass GRT wire length between 800 and 900 µm, Design Power about 360 µW, worst vdd ir ~0.22 mV, Worst R2R End count[3], Routed WL between 500 and 600 µm, met3 Usage GRT 2.27%, Basic Gates by Area about a quarter, met1 Use GR under 10%, First DRT Iteration DRCs 3, vias in the first global route between 200 and 250, clk_skew approximately 0.003 ns, critical path depth in cells 2, total tool warning count 25, Worst Path Required around 1.3 ns, Crit. Startpoint sample_sig, post-layout min period ~1.5 ns, main logic family after synthesis simple AND/OR/NAND/NOR gates, Synth flops 7, die height 80 µm, post-synthesis compound-gate area fraction about a tenth, Power Density around 900 nW/µm², setup bufs post-CTS 0, I/O pins 4, clock root cell clkbuf_4, H-Tree Depth 1, Top cells by area dfxtp_1, mux2_4, nor2_1, Comb power frac under 10%, Max Freq roughly 660 MHz, Startpoint Class flop, hold crit path type reg2reg, Post-Synthesis Cells 26, Finished Core Util 11.6%, Netlist cell types 15, Synth Warn # 2, Synth top area share 49.8%, clk latency late pin approximately 0.25 ns, Worst R2R Start count[3], drt via density between 2 and 3, switching pwr 77.5 µW, Initial Utilization between 8 and 9%, Synth mux share about 5.3%, chip area in the Yosys report approximately 280 µm², CTS tree yes, Seq/Total Area, Yosys 49.8%, Setup crit end kind primary output, Worst-path clk slew 0.05 ns, RSZ-0062 raised after global routing no, max_slew headroom 83.8%, Flop pwr share between 50% and 60%, routability cong. a little under 0.7, drt drc 0, Register Area between 100 and 150 µm², Area after DPL ~370 µm², yosys stat cell total 26, Sw Share between 20% and 30%, final setup TNS 0 ns, largest net degree at the start of global routing 8, CP peak stage delay between 0.4 and 0.5 ns, final number of hold-violating endpoints 0, Port Buffers 3, remaining antenna violation count 0, GRT Total Usage 1.79%, vias approximately 210, most area-hungry cell type in the Yosys netlist dfxtp_1, clock sinks 7, FF-to-FF setup slack about 0.70 ns, Avg Cell Area, Syn 10.8 µm², Critical-path top delay cell clkdlybuf4s50_1, Core ar. 3420 µm², Leak around 0.14 nW, Adder-Cell Fraction of Synth Area under 10%, die area between 6000 and 7000 µm², crit-path leading delay family buffers and inverters, fillcell total between 300 and 400, grt peak-use layer met3, Gate Area approximately 140 µm², crit path buf inv count 1, Final Max Tran Viols 0, critical path arrival about 1.2 ns, critical path fanouts, max 5, max-cap viol count 0, Post-Synthesis Cell Area roughly 280 µm², clock share of power between 40% and 50%
-- area by class of cell --
type | instances | area share (%)
Sequential cell | 7 | 35.6
Clock buffer | 4 | 6.62
Timing Repair Buffer | 3 | 7.57
Multi-Input combinational cell | 18 | 34.7
Inverter | 1 | 0.946
Tap cell | 46 | 14.5
-- worst reg2reg max path, cell delays in order, from the launching register on --
cell and delay [ns]:
dfxtp_1 0.36, nor3b_2 0.17, mux2_4 0.26
-- timing repair --
action	in CTS	in global routing
endpoints found under the setup margin	0	1
hold endpoints to repair	0	0
resized	0	1
-- Yosys cell counts --
master	number
dfxtp_1	7
nor2_1	4
a21oi_1	2
nor2b_1	2
a21bo_2	1
a21o_2	1
ha_1	1
inv_1	1
mux2_4	1
nand2b_1	1
nand3_2	1
nand3b_1	1
nand4b_1	1
nor3b_2	1
xnor2_1	1
-- registers in the layout (all words and copies together), names as in the netlist --
signal and flops:
sample_sig 1, count 5, pulse_gen.d_ff 1
-- kinds of logic (layout without fill, tap and decap cells) --
group                    Yosys count  in the layout
AND/OR/NAND/NOR                   11             11
AND-OR/OR-AND                      4              4
multiplexers                       1              1
flip-flops                         7              7
XOR/XNOR                           1              1
buffers and inverters              1              8
adder cells (fa/ha/maj)            1              1
-- through the flow --
stage | hold WS, ns | worst slack [ns]
global placement | 0.438 | 0.282
floorplan | 0.389 | 0.759
global route | 0.508 | 0.0421
detailed placement | 0.452 | 0.249
finish | 0.457 | 0.0938
CTS | 0.463 | 0.0292
-- placed cells by master, fill, tap and decap left out, types with 2 or more instances in the layout --
cell / count
clkdlybuf4s50_1: 3
dfxtp_1: 6
a21oi_1: 2
clkbuf_4: 3
nor2_1: 4
nor2b_1: 2
-- power by group through the flow --
stage / Clock [mW] / Combinational [mW] / Sequential, mW
final: 0.157 / 0.0190 / 0.187
after global routing: 0.179 / 0.0213 / 0.188
after CTS: 0.162 / 0.0193 / 0.187
-- layer usage --
| layer | part of all wire, % | wire, µm | vias up |
|---|---|---|---|
| met4 | 0 | 0 | 0 |
| met3 | 17 | 87 | 0 |
| met2 | 38 | 191 | 8 |
| met1 | 45 | 227 | 98 |
| li1 | - | - | 102 |
| met5 | 0 | 0 | - |
-- worst min path at each step --
stage / end / slack [ns] / from / depth (start not counted)
6_report: count[0] / 0.46 / count[0] / 1
5_1_grt: count[0] / 0.51 / count[0] / 1
4_1_cts: count[0] / 0.46 / count[0] / 1
Power figures rest on the tool's default switching activity, not on a simulated workload.
